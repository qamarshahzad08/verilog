==> ./design.v <==
`timescale 1ns / 1ps
module AddSub4bitBeh(Sum,Carry,A,B,C,Op);
output [3:0] Sum;
output Carry;
input [3:0] A;
input [3:0] B;
input C,Op;
reg [3:0] Sum;
reg Carry;
 always @ (A or B or C or Op)
 begin
 if (Op==0)
 begin 
  {Carry,Sum} = A + B;
 end
 else if (Op==1)
 begin
  Sum = A - B;
  Carry = 1'b0;
 end
 else
 begin
 Sum=0;
 Carry=0;
 end
 end
endmodule
==> ./run.sh <==
#!/bin/bash
# OpenROAD 26Q1-2900-gdf79404cd8, Yosys 0.63+post, stock flow scripts
make -C /OpenROAD-flow-scripts/flow DESIGN_CONFIG=/design/flow/config.mk WORK_HOME=/design/flow/orfs finish
==> ./config.mk <==
export PLATFORM = sky130hd
export DESIGN_NAME = AddSub4bitBeh
export DESIGN_NICKNAME = AddSub4bitBeh
export VERILOG_FILES = /design/flow/design.v
export SDC_FILE = /design/flow/constraint.sdc
export NUM_CORES = 4
export LEC_CHECK = 1
export CORE_AREA = 10 10 70 70
export DIE_AREA = 0 0 80 80
==> ./constraint.sdc <==
current_design AddSub4bitBeh

set clk_period 4.0
set clk_io_pct 0.2

create_clock -name clk0 -period $clk_period

set non_clock_inputs [all_inputs -no_clocks]
set_input_delay [expr $clk_period * $clk_io_pct] -clock clk0 $non_clock_inputs
set_output_delay [expr $clk_period * $clk_io_pct] -clock clk0 [all_outputs]
==> reports/qor_table.md <==
| Parameter | This run |
|:---|:---|
| Setup violators final | 0 |
| Global-route wire length before repair | 1255 um |
| Highest ir drop seen on vdd | 0.00003415 V |
| Y dimension of the die | 80 um |
| Run status | completed |
| Crit Path Category | in -> out |
| Kind of start point of the critical path | input pin |
| Number of nets with antenna violations after detailed routing | 0 |
| Relative slew margins | 78.23% |
| Layout area overhead | 69.63% |
| Count of yosys warnings during synthesis | 1 |
| Pwr Density | 111.7 nW/um^2 |
| Biggest fanout along the worst timing path | 2 |
| DR WL/cell | 7.440 um |
| Post-route cell area | 454.2 um^2 |
| First-pass iteration count of the detailed router | 2 |
| List of most frequent post-synthesis cells | sky130_fd_sc_hd__ha_1 (7), sky130_fd_sc_hd__inv_1 (7) |
| Count of inserted antenna diode cells | 0 |
| Top-level port count | 15 |
| Count of different cell masters after synthesis | 16 |
| CP max stage cell | sky130_fd_sc_hd__clkdlybuf4s50_1 |
| Worst Setup Slack, final | 0.4369 ns |
| Number of warning messages in the logs | 36 |
| Core box area | 3416 um^2 |
| Endpoint type of the worst setup path | output port |
| Gp weighted congestion | 0.7410 |
| Top cells by area in the synthesized netlist | sky130_fd_sc_hd__ha_1 (33%), sky130_fd_sc_hd__fa_1 (15%), sky130_fd_sc_hd__inv_1 (9.8%) |
| Share of the cycle needed by the critical path after routing | 89.08% |
| Buffers and inverters on the worst path | 3 |
| Pin count of the biggest net entering global routing | 9 |
| Post-CTS Hold Fix Bufs | 0 |
| Count of input and output buffers | 14 |
| Final hold viol count | 0 |
| Vias in the first global route | 281 |
| Total length of routed wires | 677 um |
| Seq/Total Area, Yosys | 0% |
| Sum Neg Setup Slack | 0 ns |
| Critical Path, Cell by Cell | clkdlybuf4s50_1, inv_1, ha_1, fa_1, mux2i_1, xor2_1, clkdlybuf4s50_1 |
| Total die area | 6400 um^2 |
| Final Max-Slew Violation Tally | 0 |
| Via count of the routed design | 245 |
| Number of design-rule violations left by the first detailed-router iteration | 8 |
| Time the final worst path needs with I/O delays and setup | 3.563 ns |
| Path type of the worst min-delay path | in -> out |
| Overall fraction of global-route tracks in use | 2.337% |
| Sequential Area | 0 um^2 |
| Count of cells resized by post-cts repair | 0 |
| Category of cells accounting for the largest share of critical-path delay | buffers and inverters |
| Layout cell share with drive strength beyond 1 | 4.444% |
| Top area contributor share | 32.71% |
| Seq cells | 0 |
| Synthesized instance count | 32 |
| Req. time, crit path | 3.20 ns |
| Area after DPL | 454.2 um^2 |
| Core Util at FP | 7.839% |
| Maximum capacitance violations | 0 |
| Post-detailed-route DRC marker count | 0 |
| Clock tree buffer count of the final layout | 0 |
| Number of rows in the core area | 21 |
| Final-layout fill cell count | 402 |
| Worst-Margin Slew | 0.3255 ns |
| Static Leakage | 0.1907 nW |
| Antenna violations before repair | 0 |
| Number of setup buffers added after CTS | 0 |
| Yosys cell count | 32 |
| Setup WS pre-CTS | 0.4343 ns |
| Setup repair after global routing missed its margin | no |
| Arrival time reported for the critical path endpoint | 2.76 ns |
| Worst hold slack after final layout | 2.629 ns |
| Most frequent cell on the critical path | sky130_fd_sc_hd__clkdlybuf4s50_1 |
| CP max stage delay | 0.49 ns |
| Chip Width | 80 um |
| Vias per Instance | 2.692 |
| Yosys top cell by area | sky130_fd_sc_hd__ha_1 |
| Average size of a mapped cell | 8.367 um^2 |
| Maximum clock frequency | 280.7 MHz |
| GRT Residual Overflow | 0 |
| Post-synthesis instance area | 267.8 um^2 |
| Yosys Chip Area | 267.8 um^2 |
## metrics by stage
step	utilization, %	std cells	power [W]
final	13.30	91	0.00005073
after floorplan	-	32	0.00002160
after global placement	13.30	91	0.00005009
after CTS	13.30	91	0.00005178
after detailed placement	13.30	91	0.00005139
after global routing	13.30	91	0.00005829
## logic make-up (layout without fill, tap and decap cells)
kind of cell,after synthesis,count (layout),synth area share (%)
buffers and inverters,8,21,14.02
AND/OR/NAND/NOR,6,6,13.08
AND-OR/OR-AND,6,6,14.95
multiplexers,1,1,3.738
XOR/XNOR,2,2,6.543
adder cells (fa/ha/maj),9,9,47.66
## cells in the final DEF, fill, tap and decap left out, drive strengths merged, types with 2 or more instances in the layout
master and instances:
nor2b 2, a21oi 2, inv 7, fa 2, ha 7, clkdlybuf4s50 14, o21ai 2, nor2 2
## report_power, final
group          switching [W]   total, W  internal [W]
registers                  0          0             0
clock network              0          0             0
logic              0.0000182  0.0000507     0.0000325
## cell type report
cell class                      instances  area, um^2  share of cell area [%]
Tap cell                               46       57.56                   12.67
Inverter                                7       26.28                   5.785
Timing Repair Buffer                   14       140.1                   30.85
Multi-Input combinational cell         24       230.2                   50.69
## layer usage
metal  share of wire (%)  vias up  global-route usage (%)
met5                   0        -                       0
met4                   0        0                       0
met3                  24        0                   1.818
met2                  21       14                   2.729
met1                  54      102                   3.384
li1                    -      129                       -
## worst min-delay path, delay by kind of cell
kind / cells / cell delay [ns]
buffers and inverters: 3 / 0.91
adder cells (fa/ha/maj): 1 / 0.12
## worst paths after layout
path	endpoint	cells after the start	startpoint	slack [ns]
worst max-delay path	Sum[2]	7	A[0]	0.44
worst min-delay path	Sum[0]	4	B[0]	2.63
No activity file was given, so power comes from the tool's default toggle rates.
