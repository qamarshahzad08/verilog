===== run.sh =====
#!/bin/bash
# OpenROAD 26Q1-2900-gdf79404cd8, Yosys 0.63+post, stock flow scripts
make -C /OpenROAD-flow-scripts/flow DESIGN_CONFIG=/design/flow/config.mk WORK_HOME=/design/flow/orfs finish

===== config.mk =====
export PLATFORM = sky130hd
export DESIGN_NAME = SignedComparator3bit
export DESIGN_NICKNAME = SignedComparator3bit
export VERILOG_FILES = /design/flow/design.v
export SDC_FILE = /design/flow/constraint.sdc
export NUM_CORES = 4
export LEC_CHECK = 1
export CORE_AREA = 10 10 70 70
export DIE_AREA = 0 0 80 80

===== constraint.sdc =====
current_design SignedComparator3bit

set clk_period 1.5
set clk_io_pct 0.2

create_clock -name clk0 -period $clk_period

set non_clock_inputs [all_inputs -no_clocks]
set_input_delay [expr $clk_period * $clk_io_pct] -clock clk0 $non_clock_inputs
set_output_delay [expr $clk_period * $clk_io_pct] -clock clk0 [all_outputs]

===== design.v =====
module SignedComparator3bit(a0,a1,a2,b0,b1,b2,S,G,E,L);
input a0,a1,a2,b0,b1,b2,S;
output G,E,L;
reg G,E,L;
always @(a0 or a1 or a2 or b0 or b1 or b2 or S)
begin
 if(S==1'b1)
   begin
    L<={a2,a1,a0}<{b2,b1,b0};
    G<={a2,a1,a0}>{b2,b1,b0};
    E<={a2,a1,a0}=={b2,b1,b0};
   end
  else
   begin
    if(a2==1'b0 && b2==1'b1)
    begin
       G<=1;
       L<=0;
       E<=0;
    end
    else if (a2==1'b1 && b2==1'b0)
    begin
       G<=0;
       L<=1;
       E<=0;
    end
    else
     begin
     L<=(~({a2,a1,a0}-1))>(~({b2,b1,b0}-1));
     G<=(~({a2,a1,a0}-1))<(~({b2,b1,b0}-1));
     E<=(~({a2,a1,a0}-1))==(~({b2,b1,b0}-1));
   end
   end
end
endmodule

==> design notes <==
For reference, the post-synthesis area per instance comes to 7.606 um2. For reference, compound AND-OR and OR-AND cells occupy 21.21% of the area reported after synthesis. The core utilization of the finished layout was 22.82%; the leakage power total was 0.3301 nW.

The biggest area contributor in the post-synthesis netlist is sky130_fd_sc_hd__ha_1. The tools report the least setup slack across all paths after layout as -0.5149 ns. The initial core utilization is 8.462%. The run gives 0 for the remaining routing DRC violations. Setup repair after global routing could not meet its margin everywhere.

For the number of global-route vias before repair, the log shows 387. With the horizontal die dimension at 80 um, the arrival time at the worst endpoint is 1.71 ns. Registers take 0 um2. The worst pin sits at a relative slew slack of 82.75%. The final timing summary puts the cycle share of the worst path at 134.3%. The number of top-level design ports was 10; the share of final-layout standard cells stronger than drive strength 1 was 70.31%.

The synthesized netlist contains 19 unique library cells. The script logs the ratio of routed vias to standard cells as 3.500. The run gives 1656 um as the wire length of the first global-routing pass. The tools report the routed wire length on met2 as 495 um. The total vias in the final route was 385; the met3 routed wirelength was 47 um. In this run the core area contains 21 standard-cell rows. Global routing used 3.003% of the available tracks. Per the synthesis report, the XOR/XNOR share of the synthesized area is 6.061%. Endpoints failing hold in the final report were tallied at 0. In the final timing run, aggregate negative setup slack is -1.501 ns. Post-place instance area: 640.6 um2. The maximum fanout along the worst path is 2, and the layout-stage area growth over the synthesis result is 169.7%.

With the share of cell area taken by muxes after synthesis at 0%, the count of input and output buffers is 10. Logged for this run, the post-placement worst setup slack is -1.433 ns. The number of buffers inserted by hold repair at cts was 0. The final layout contains routed wiring with a total length of 972 um. The run gives 38 as the number of cells in Yosys stat.

The worst-case IR drop observed on VDD is 0.1040 mV. For this run, the final setup violation count is recorded as 3. Detailed-route iteration 0 reported a violation count of 9. The run finished, with violations left. The cell area after synthesis was 289.0 um2. On the final layout, the worst hold slack is 1.152 ns. The pin count of the biggest net entering global routing was 6; the synthesis area per yosys was 289.0 um2. Sequential cells were found to cover 0% of the synthesized design area. With the total routed wire length on the met1 layer at 430 um, the basic-gate share of the synthesized area counting and, or, nand and nor cells is 22.08%. The tools report the count of clock-net buffers in the final layout as 0.

After technology mapping, the gate count stands at 38. Nets still carrying antenna violations after routing amount to 0. The worst setup path is captured at a primary output. By area the synthesized netlist is led by sky130_fd_sc_hd__ha_1 39%, sky130_fd_sc_hd__inv_1 12%, sky130_fd_sc_hd__o211ai_1 5.2%, sky130_fd_sc_hd__nand3_1 3.5%, sky130_fd_sc_hd__o211a_1 3.5%. Per the placement report, the placed cell count is 107. The power per unit of standard cell area came out at 327.5 nW/um2.

For reference, the top cells by count after synthesis are 9 x sky130_fd_sc_hd__ha_1, 9 x sky130_fd_sc_hd__inv_1, 2 x sky130_fd_sc_hd__nand3_1, 2 x sky130_fd_sc_hd__o211ai_1, 2 x sky130_fd_sc_hd__o21ai_0. In this run the top signal layer used is met3. The share of the synthesized area in the top cell type works out to 38.96%. Class of the tightest hold or removal check: in -> out.

Max-slew check failures listed in the final report amount to 0. The chip occupies 6400 um2. The number of antenna diodes in the final layout is 0. The global route stage reports its total congestion overflow as 0.

The number of maximum-capacitance violations recorded for the run is 0. The run gives 1 for the count of synthesis-stage warnings from yosys. For this run, the detailed router's first-pass iteration total came to 2.

The number of sequential cells was 0. The run gives 779.5 um2 as the final cell area excluding filler cells. The stage logs contain a warning count of 36. With the maximum clock frequency at 496.3 MHz, the arithmetic-cell share of the synthesized area counting full adders, half adders and majority gates is 38.96%. The critical path is of the in -> out type. The prevailing logic family in the synthesized netlist was adder cells. The time the final worst path needs with I/O delays and setup was 2.015 ns.

The count of cells in the finished layout, fillers not included, comes to 110. The transition time recorded at the tightest slew-check pin is 0.2588 ns. The placement summary gives the final routability congestion estimate as 0.7584.

The sum of internal, switching and leakage power is 0.2553 mW. TritonRoute output was used to compute an average wire per cell of 8.836 um. After floorplanning, the core was sized to cover 3416 um2. With the half-perimeter wire length after detailed placement at 770.3 um, the die height is 80 um. The final reports fail on negative setup slack. The startpoint type of the worst setup path is an input port.

The number of antenna violations at the first check in global routing came out at 0. The critical path required time came out at 1.20 ns.
critical path: stages:
cell and delay [ns]:
sky130_fd_sc_hd__buf_8 0.10, sky130_fd_sc_hd__inv_6 0.05, sky130_fd_sc_hd__buf_6 0.09, sky130_fd_sc_hd__nand3_4 0.07
sky130_fd_sc_hd__ha_4 0.29, sky130_fd_sc_hd__buf_6 0.09, sky130_fd_sc_hd__nand4_1 0.12, sky130_fd_sc_hd__or4_1 0.40
sky130_fd_sc_hd__o21ai_1 0.09, sky130_fd_sc_hd__buf_2 0.11
logic make-up (layout without fill, tap and decap cells):
| kind of cell | after synthesis | after routing |
|---|---|---|
| XOR/XNOR | 2 | 2 |
| AND-OR/OR-AND | 8 | 8 |
| adder cells (fa/ha/maj) | 9 | 9 |
| AND/OR/NAND/NOR | 10 | 10 |
| buffers and inverters | 9 | 35 |
report_power, final:
part	total, mW	switching [mW]	internal (mW)
Combinational	0.255	0.101	0.154
Sequential	0	0	0
Clock	0	0	0
Total	0.255	0.101	0.154
cell type report:
class	count	area [um2]
well taps	46	57.56
inverters	9	63.81
repair buffers	26	241.5
fillers	365	2636
multi-input cells	29	416.7
per-layer routing:
| layer | global-route usage, % | up-vias |
|---|---|---|
| met5 | 0 | - |
| met4 | 0 | 0 |
| met3 | 0.4545 | 0 |
| met2 | 5.136 | 8 |
| met1 | 4.092 | 185 |
| li1 | - | 192 |
timing repair:
action,in CTS,in global routing
setup buffers,2,2
gates resized,37,30
setup endpoints to repair,3,3
pin swaps,9,11
worst paths after layout:
kind,from,end,slack [ns],depth (start not counted)
hold / removal,b2,E,1.15,5
setup / recovery,a1,E,-0.51,10
layout by cell type, fill, tap and decap left out, drive strengths merged:
cell type      synthesis  layout
a2111oi                1       1
a21o                   1       1
a2bb2oi                1       1
and2b                  1       1
and3b                  1       1
buf                    0      23
clkbuf                 0       2
clkdlybuf4s50          0       1
ha                     9       9
inv                    9       9
nand2b                 1       1
nand3                  2       2
nand4                  1       1
nor2                   1       1
nor3                   1       1
o211a                  1       1
o211ai                 2       2
o21ai                  2       2
or3b                   1       1
or4                    1       1
xnor2                  1       1
xor2                   1       1
No activity file was given, so power comes from the tool's default toggle rates.
