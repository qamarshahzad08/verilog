==> design/flow/config.mk <==
export PLATFORM = sky130hd
export DESIGN_NAME = Comparator3bit
export DESIGN_NICKNAME = Comparator3bit
export VERILOG_FILES = /design/flow/design.v
export SDC_FILE = /design/flow/constraint.sdc
export NUM_CORES = 4
export LEC_CHECK = 1
export CORE_AREA = 10 10 70 70
export DIE_AREA = 0 0 80 80
==> design/flow/constraint.sdc <==
current_design Comparator3bit

set clk_period 3.2
set clk_io_pct 0.2

create_clock -name clk0 -period $clk_period

set non_clock_inputs [all_inputs -no_clocks]
set_input_delay [expr $clk_period * $clk_io_pct] -clock clk0 $non_clock_inputs
set_output_delay [expr $clk_period * $clk_io_pct] -clock clk0 [all_outputs]
==> design/flow/design.v <==
module Comparator3bit(a0,a1,a2,b0,b1,b2,G,E,L);
input a0,a1,a2,b0,b1,b2;
output G,E,L;
reg G,E,L;
always @(a0 or a1 or a2 or b0 or b1 or b2)
  begin
      if ({a2,a1,a0}==3'b000 &&  {b2,b1,b0}==3'b000)begin  E<=1; G<=0; L<=0; end
    else if ({a2,a1,a0}==3'b000  &&  {b2,b1,b0}==3'b001)begin  E<=0; G<=0; L<=1; end
    else if ({a2,a1,a0}==3'b000  &&  {b2,b1,b0}==3'b010)begin  E<=0; G<=0; L<=1; end
    else if ({a2,a1,a0}==3'b000  &&  {b2,b1,b0}==3'b011)begin  E<=0; G<=0; L<=1; end
    else if ({a2,a1,a0}==3'b000  &&  {b2,b1,b0}==3'b100)begin  E<=0; G<=0; L<=1; end
    else if ({a2,a1,a0}==3'b000  &&  {b2,b1,b0}==3'b101)begin  E<=0; G<=0; L<=1; end
    else if ({a2,a1,a0}==3'b000  &&  {b2,b1,b0}==3'b110)begin  E<=0; G<=0; L<=1; end
    else if ({a2,a1,a0}==3'b000  &&  {b2,b1,b0}==3'b111)begin  E<=0; G<=0; L<=1; end
    else if ({a2,a1,a0}==3'b001  &&  {b2,b1,b0}==3'b000)begin  E<=0; G<=1; L<=0; end
    else if ({a2,a1,a0}==3'b001  &&  {b2,b1,b0}==3'b001)begin  E<=0; G<=0; L<=1; end
    else if ({a2,a1,a0}==3'b001  &&  {b2,b1,b0}==3'b010)begin  E<=0; G<=0; L<=1; end
    else if ({a2,a1,a0}==3'b001  &&  {b2,b1,b0}==3'b011)begin  E<=0; G<=0; L<=1; end
    else if ({a2,a1,a0}==3'b001  &&  {b2,b1,b0}==3'b100)begin  E<=0; G<=0; L<=1; end
    else if ({a2,a1,a0}==3'b001  &&  {b2,b1,b0}==3'b101)begin  E<=0; G<=0; L<=1; end
    else if ({a2,a1,a0}==3'b001  &&  {b2,b1,b0}==3'b110)begin  E<=0; G<=0; L<=1; end
    else if ({a2,a1,a0}==3'b001  &&  {b2,b1,b0}==3'b111)begin  E<=0; G<=0; L<=1; end
    else if ({a2,a1,a0}==3'b010  &&  {b2,b1,b0}==3'b000)begin  E<=0; G<=1; L<=0; end
    else if ({a2,a1,a0}==3'b010  &&  {b2,b1,b0}==3'b001)begin  E<=1; G<=1; L<=0; end
    else if ({a2,a1,a0}==3'b010  &&  {b2,b1,b0}==3'b010)begin  E<=1; G<=0; L<=0; end
    else if ({a2,a1,a0}==3'b010  &&  {b2,b1,b0}==3'b011)begin  E<=0; G<=0; L<=1; end
    else if ({a2,a1,a0}==3'b010  &&  {b2,b1,b0}==3'b100)begin  E<=0; G<=0; L<=1; end
    else if ({a2,a1,a0}==3'b010  &&  {b2,b1,b0}==3'b101)begin  E<=0; G<=0; L<=1; end
    else if ({a2,a1,a0}==3'b010  &&  {b2,b1,b0}==3'b110)begin  E<=0; G<=0; L<=1; end
    else if ({a2,a1,a0}==3'b010  &&  {b2,b1,b0}==3'b111)begin  E<=0; G<=0; L<=1; end
    else if ({a2,a1,a0}==3'b011  &&  {b2,b1,b0}==3'b000)begin  E<=0; G<=1; L<=0; end
    else if ({a2,a1,a0}==3'b011  &&  {b2,b1,b0}==3'b001)begin  E<=0; G<=1; L<=0; end
    else if ({a2,a1,a0}==3'b011  &&  {b2,b1,b0}==3'b010)begin  E<=0; G<=1; L<=0; end
    else if ({a2,a1,a0}==3'b011  &&  {b2,b1,b0}==3'b011)begin  E<=1; G<=0; L<=0; end
    else if ({a2,a1,a0}==3'b011  &&  {b2,b1,b0}==3'b100)begin  E<=0; G<=0; L<=1; end
    else if ({a2,a1,a0}==3'b011  &&  {b2,b1,b0}==3'b101)begin  E<=0; G<=0; L<=1; end
    else if ({a2,a1,a0}==3'b011  &&  {b2,b1,b0}==3'b110)begin  E<=0; G<=0; L<=1; end
    else if ({a2,a1,a0}==3'b011  &&  {b2,b1,b0}==3'b111)begin  E<=0; G<=0; L<=1; end
    else if ({a2,a1,a0}==3'b100  &&  {b2,b1,b0}==3'b000)begin  E<=0; G<=1; L<=0; end
    else if ({a2,a1,a0}==3'b100  &&  {b2,b1,b0}==3'b001)begin  E<=0; G<=1; L<=0; end
    else if ({a2,a1,a0}==3'b100  &&  {b2,b1,b0}==3'b010)begin  E<=0; G<=1; L<=0; end
    else if ({a2,a1,a0}==3'b100  &&  {b2,b1,b0}==3'b011)begin  E<=0; G<=1; L<=0; end
    else if ({a2,a1,a0}==3'b100  &&  {b2,b1,b0}==3'b100)begin  E<=1; G<=0; L<=0; end
    else if ({a2,a1,a0}==3'b100  &&  {b2,b1,b0}==3'b101)begin  E<=0; G<=0; L<=1; end
    else if ({a2,a1,a0}==3'b100  &&  {b2,b1,b0}==3'b110)begin  E<=0; G<=0; L<=1; end
    else if ({a2,a1,a0}==3'b100  &&  {b2,b1,b0}==3'b111)begin  E<=0; G<=0; L<=1; end
    else if ({a2,a1,a0}==3'b101  &&  {b2,b1,b0}==3'b000)begin  E<=0; G<=1; L<=0; end
    else if ({a2,a1,a0}==3'b101  &&  {b2,b1,b0}==3'b001)begin  E<=0; G<=1; L<=0; end
    else if ({a2,a1,a0}==3'b101  &&  {b2,b1,b0}==3'b010)begin  E<=0; G<=1; L<=0; end
    else if ({a2,a1,a0}==3'b101  &&  {b2,b1,b0}==3'b011)begin  E<=0; G<=1; L<=0; end
    else if ({a2,a1,a0}==3'b101  &&  {b2,b1,b0}==3'b100)begin  E<=0; G<=1; L<=0; end
    else if ({a2,a1,a0}==3'b101  &&  {b2,b1,b0}==3'b101)begin  E<=1; G<=0; L<=0; end
    else if ({a2,a1,a0}==3'b101  &&  {b2,b1,b0}==3'b110)begin  E<=0; G<=0; L<=1; end
    else if ({a2,a1,a0}==3'b101  &&  {b2,b1,b0}==3'b111)begin  E<=0; G<=0; L<=1; end
    else if ({a2,a1,a0}==3'b110  &&  {b2,b1,b0}==3'b000)begin  E<=0; G<=1; L<=0; end
    else if ({a2,a1,a0}==3'b110  &&  {b2,b1,b0}==3'b001)begin  E<=0; G<=1; L<=0; end
    else if ({a2,a1,a0}==3'b110  &&  {b2,b1,b0}==3'b010)begin  E<=0; G<=1; L<=0; end
    else if ({a2,a1,a0}==3'b110  &&  {b2,b1,b0}==3'b011)begin  E<=0; G<=1; L<=0; end
    else if ({a2,a1,a0}==3'b110  &&  {b2,b1,b0}==3'b100)begin  E<=0; G<=1; L<=0; end
    else if ({a2,a1,a0}==3'b110  &&  {b2,b1,b0}==3'b101)begin  E<=0; G<=1; L<=0; end
    else if ({a2,a1,a0}==3'b110  &&  {b2,b1,b0}==3'b110)begin  E<=1; G<=0; L<=0; end
    else if ({a2,a1,a0}==3'b110  &&  {b2,b1,b0}==3'b111)begin  E<=0; G<=0; L<=1; end
    else if ({a2,a1,a0}==3'b111  &&  {b2,b1,b0}==3'b000)begin  E<=0; G<=1; L<=0; end
    else if ({a2,a1,a0}==3'b111  &&  {b2,b1,b0}==3'b001)begin  E<=0; G<=1; L<=0; end
    else if ({a2,a1,a0}==3'b111  &&  {b2,b1,b0}==3'b010)begin  E<=0; G<=1; L<=0; end
    else if ({a2,a1,a0}==3'b111  &&  {b2,b1,b0}==3'b011)begin  E<=0; G<=1; L<=0; end
    else if ({a2,a1,a0}==3'b111  &&  {b2,b1,b0}==3'b100)begin  E<=0; G<=1; L<=0; end
    else if ({a2,a1,a0}==3'b111  &&  {b2,b1,b0}==3'b101)begin  E<=0; G<=1; L<=0; end
    else if ({a2,a1,a0}==3'b111  &&  {b2,b1,b0}==3'b110)begin  E<=0; G<=1; L<=0; end
    else if ({a2,a1,a0}==3'b111  &&  {b2,b1,b0}==3'b111)begin  E<=1; G<=0; L<=0; end
  end
endmodule
==> design/flow/run.sh <==
#!/bin/bash
# OpenROAD 26Q1-2900-gdf79404cd8, Yosys 0.63+post, stock flow scripts
make -C /OpenROAD-flow-scripts/flow DESIGN_CONFIG=/design/flow/config.mk WORK_HOME=/design/flow/orfs finish
==> qor.yml <==
status: "complete, no violations"
slew_violations: 0
vias: 195
ys_warn_count: 1
coreArea_um2: 3416
place.gp.congestion: 0.7305
fp.dieH_um: 80
num_rows: 21
startpoint_type: "primary input"
totalWireLength_um: 556
grt_pass1_wl_um: 924
fp_util: 0.05458
synth_area_per_cell_um2: 8.106
ant_nets: 0
portBuffers: 9
required_ps: 2560
yosys_cells: 23
cpLargestDelayFamily: "buffers and inverters"
drv_cap: 0
peakVddDrop_mv: 0.01717
setup.worst_path.end: "L"
dieWidth_um: 80
min_period_over_period: 0.9372
grt_pass1_vias: 206
post-dp-hpwl_um: 456.8
pin_count: 9
rsz0062_at_grt: "false"
overflow: 0
final_layout_size_suffix_gt1_frac: 0.1176
place_area_um2: 341.6
cp.arrival_ps: 2360
powerDensity_nw_per_um2: 88.75
fin_crit_ps: 2999
post-route-drc-count: 0
ys_types: 16
unclocked_pins: 3
worst_slack_ps: 201.0
p_leak_nw: 0.1470
grt_antenna_before_repair: 1
path_buffers: 2
area_growth_pct: 93.29
syn_inst: 23
postCtsHoldBufs: 0
max_stage_delay_ps: 480
grt_max_degree: 8
ys_chip_area_um2: 186.4
first_iter_violations: 5
pre_cts_slack_ps: -120.4
setup_viol: 0
critPathLaunch: "a0"
cts_resized: 4
via_per_inst: 2.407
wl_per_cell_um: 6.864
end_kind: "output pin"
syn_area_um2: 186.4
final_area_um2: 360.3
cts_setup_buffers: 0
synth_flops: 3
unconstrained_endpoints: 3
max_freq_ghz: 0.3334
warning_count: 32
critPathKind: "primary input to output pin"
grt_use_total: 0.01758
drt_first_pass_iters: 2
path_max_fanout: 7
chipArea_um2: 6400
hold_violations: 0
crit_cells: 6
path_cells: "dlygate4sd2_1 -> nand2b_1 -> a211oi_1 -> a311o_1 -> dlxtn_1 -> clkdlybuf4s50_1"
crit_path_top_delay_cell: "clkdlybuf4s50_1"
-- sequential cells by signal, summed over array words and instances, names as in the netlist --
name and flops:
E 1, G 1, L 1
-- layout make-up --
cell class,count,area (um^2)
Antenna cell,1,2.502
Fill cell,400,3055
Inverter,2,7.507
Multi-Input combinational cell,20,153.9
Sequential cell,3,45.04
Tap cell,46,57.56
Timing Repair Buffer,9,93.84
-- per-layer routing --
layer / wire length, um / GRT usage / share of wire / vias up
met3: 97 / 0.01250 / 0.17 / 0
li1: - / - / - / 106
met5: 0 / 0 / 0 / -
met1: 310 / 0.02454 / 0.56 / 81
met4: 0 / 0 / 0 / 0
met2: 148 / 0.02247 / 0.27 / 8
-- cell usage after synthesis, drive strengths merged --
library cell | number | share of area
nand2b | 4 | 0.13
dlxtn | 3 | 0.24
a31oi | 2 | 0.067
inv | 2 | 0.040
o21ai | 2 | 0.054
a211oi | 1 | 0.040
a311o | 1 | 0.054
and2b | 1 | 0.040
conb | 1 | 0.020
maj3 | 1 | 0.060
nor2b | 1 | 0.034
nor4 | 1 | 0.034
nor4b | 1 | 0.047
o32ai | 1 | 0.087
xnor2 | 1 | 0.047
-- power breakdown --
part	switching, W	internal (W)
Clock	0	0.0000000000418
Combinational	0.0000126	0.0000152
Sequential	0.000000484	0.00000372
Total	0.0000130	0.0000189
-- per-stage QoR --
stage | power [W] | setup TNS (ps) | utilization | instances
floorplan | 0.00001569 | 0 | - | 25
global placement | 0.00003172 | -76.05 | 0.1000 | 80
detailed placement | 0.00003252 | -120.4 | 0.1000 | 80
CTS | 0.00003196 | 0 | 0.1007 | 80
global route | 0.00003539 | 0 | 0.1055 | 81
finish | 0.00003198 | 0 | 0.1055 | 81
-- logic make-up after synthesis --
logic type	synth area share
AND-OR/OR-AND	0.3020
XOR/XNOR	0.04699
adder cells (fa/ha/maj)	0.06040
buffers and inverters	0.04028
latches	0.2416
other	0.02011
AND/OR/NAND/NOR	0.2886
-- cell usage in the layout (no fill, tap or decap), drive strengths merged --
cell | netlist | routed
dlygate4sd2 | 0 | 3
a311o | 1 | 1
conb | 1 | 3
o32ai | 1 | 1
clkdlybuf4s50 | 0 | 3
dlymetal6s2s | 0 | 3
o21ai | 2 | 2
diode | 0 | 1
nor4 | 1 | 1
nor4b | 1 | 1
inv | 2 | 2
maj3 | 1 | 1
a31oi | 2 | 2
and2b | 1 | 1
a211oi | 1 | 1
nand2b | 4 | 4
xnor2 | 1 | 1
nor2b | 1 | 1
dlxtn | 3 | 3
No activity file was given, so power comes from the tool's default toggle rates.
